--- ./config.mk ---
export PLATFORM = sky130hd
export DESIGN_NAME = BRANCH_ADDR_GEN
export DESIGN_NICKNAME = BRANCH_ADDR_GEN
export VERILOG_FILES = /design/flow/design.v
export SDC_FILE = /design/flow/constraint.sdc
export NUM_CORES = 4
export LEC_CHECK = 1
export CORE_AREA = 10 10 141 141
export DIE_AREA = 0 0 151 151
--- ./constraint.sdc ---
current_design BRANCH_ADDR_GEN

set clk_period 16.3
set clk_io_pct 0.2

create_clock -name clk0 -period $clk_period

set non_clock_inputs [all_inputs -no_clocks]
set_input_delay [expr $clk_period * $clk_io_pct] -clock clk0 $non_clock_inputs
set_output_delay [expr $clk_period * $clk_io_pct] -clock clk0 [all_outputs]
--- ./design.v ---
`timescale 1ns / 1ps
module BRANCH_ADDR_GEN (
    input [31:0] PC, RS1, I_TYPE, J_TYPE, B_TYPE,
    output logic [31:0] JALR, BRANCH, JAL
    );
    assign JALR = ( I_TYPE + RS1 );
    assign BRANCH = ( B_TYPE + PC );
    assign JAL = ( J_TYPE + PC );
endmodule
--- ./run.sh ---
#!/bin/bash
# OpenROAD 26Q1-2900-gdf79404cd8, Yosys 0.63+post, stock flow scripts
make -C /OpenROAD-flow-scripts/flow DESIGN_CONFIG=/design/flow/config.mk WORK_HOME=/design/flow/orfs finish
==> run notes <==
Purpose: to document the outcome of synthesis and place and route.

Setup path
In this run the worst setup path terminates at BRANCH[26]. The beginning of the critical path is PC[0]. Traced cell by cell, the critical path runs through clkdlybuf4s50_1 > ha_1 > fa_1 > a21oi_1 > nor2_1 > o21ai_0 > o2111ai_1 > a31oi_1 > o21a_1 > o21ai_1 > a41oi_1 > xnor2_1 > clkdlybuf4s50_1.

Looking at the critical path, the single cell with the biggest stage delay is sky130_fd_sc_hd__clkdlybuf4s50_1. STA classifies the critical path startpoint as an input port. The OpenROAD report gives the critical path a required time of 13.04 ns. The critical path buffer and inverter count is 2. Of all nets on the critical path, the largest fanout is 4. The cell class contributing the biggest share of worst-path delay is AND-OR/OR-AND gates. STA classifies the critical path endpoint as a primary output. The critical path class is in -> out.

The timing report gives the biggest stage delay along the critical path as 0.51 ns. The library cell appearing most often on the critical path is sky130_fd_sc_hd__clkdlybuf4s50_1. The arrival time at the worst endpoint is 6.95 ns. The number of cells on the critical path is 13.

Global routing
The global router's overall resource usage is 0.152. The maximum number of pins on one net before global-route repair is 9. The total overflow reported by the global router is 0.

The first global-routing pass estimated 28,400 um of wire. The number of antenna violations at the first check in global routing is 0. The via count of the first global-routing pass is 5,415.

Yosys
The most frequently used cell type in the post-synthesis netlist is sky130_fd_sc_hd__ha_1. The simple-gate area share of the yosys netlist is 0.197. The main area contributors are sky130_fd_sc_hd__ha_1, sky130_fd_sc_hd__xnor2_1, sky130_fd_sc_hd__a21oi_1, sky130_fd_sc_hd__a21o_1, sky130_fd_sc_hd__xor2_1. The count of warnings emitted by yosys is 0. The number of different library cells in the post-synthesis netlist is 55.

The chip area line in the Yosys stat output reads 0.00447 mm2. The post-synthesis sequential area ratio is 0. The yosys stat cell total is 626.

Of the post-synthesis cell area, the part taken by muxes is 0.00252. Of the total synthesized cell area, the portion taken by AND-OR and OR-AND cells is 0.345. The synthesized area per cell is 7.14 um2. The largest area contributor in the synthesized netlist is sky130_fd_sc_hd__ha_1. The synthesized cell area is 0.00447 mm2. Of the total synthesized cell area, the portion taken by XOR and XNOR cells is 0.163. The area share of the leading cell type in the synthesized netlist is 0.261. The cell-mix breakdown from Yosys lists the adder-cell area share as 0.274. Sorting the synthesized cells by how often they occur yields sky130_fd_sc_hd__ha_1, sky130_fd_sc_hd__a21oi_1, sky130_fd_sc_hd__nor2_1. The number of cells produced by synthesis is 626.

After synthesis, the largest family of logic cells by area is AND-OR/OR-AND gates.

Floorplan
The share of the core area taken by cells at floorplan is 0.267. According to the floorplan report, the die width is 151 um. The core area is 0.0167 mm2.

The y dimension of the die is 151 um. The number of core rows is 47. In this run the count of I/O pins placed on the die edge is 256. According to the floorplan report, the total die area is 0.0228 mm2.

Finish
The footprint of the multi-input gates is 0.00438 mm2. In the final layout, the fill cell count is 1,688. In the final layout, the clock buffer count is 0. Across the whole layout, storage elements account for 0 um2. The number of sequential storage elements is 0. The final cell count without fillers is 1,101. The share of final-layout standard cells stronger than drive strength 1 is 0.0159. The final design utilization is 0.437. The final standard cell area without fillers is 0.00730 mm2. The area growth from synthesis to layout is 63.5%.

Routing
The first routing iteration left 174 violations. The number of nets with antenna violations after routing is 0. The total length of routed wires is 18,100 um.

The DRC violation total left in the routed layout is recorded as 0. The detailed-route wire length per cell is 16.5 um. The via-per-instance ratio is 5.01. The via count is 5,514.

The count of TritonRoute iterations in the first routing pass is 4.

Timing
The minimum clock period after layout is 10.21 ns. The transition time recorded at the tightest slew-check pin is 0.559 ns. Per the timing report, the achievable frequency comes out to 97.9 MHz. Setup repair after global routing left no endpoint under its margin. The relative slew slack is 0.627.

The worst path meets setup with 6.09 ns of slack. For reference, the final report shows the hold violation count at 0. The final hold slack is 7.55 ns.

The final max-slew violation count recorded for this run is 0. The share of the clock period used by the worst path is 0.627. The final-report setup violation count is 0.

The final total negative setup slack is 0 ns.

Power
The completed layout was analyzed and its total power is 0.330 mW. The leakage component of the power is 3.15 nW. Total power normalized to cell area comes to 45.2 mW/mm2.

In this run the VDD rail shows a maximum IR drop of 0.0000201 V.

Min path
The worst hold path belongs to the class in -> out.

Clocking
The post-CTS hold buffer count recorded in the log is 0. Per the repair_timing log after CTS, setup buffers inserted total 0. Post-CTS repair changed the size of 0 cells.

Flow run
The number of maximum-capacitance violations recorded for the run is 0. The number of warnings in the stage logs is 32.

Placement
The cell count after placement is 1,100. The final weighted congestion in routability-driven placement is 0.919. The count of buffers added on input and output ports is 256. Summed over all nets, the half-perimeter wirelength after detailed placement is 16,500 um. Per the post-place timing report, worst setup slack is 6.09 ns. In this run the cell area measured after placement is 0.00730 mm2.

Outcome
The run finished with clean final reports.
==> where the power goes <==
part / switching, mW / internal (mW)
registers: 0 / 0
logic: 0.131 / 0.199
clock network: 0 / 0.00000000820
total: 0.131 / 0.199
==> kinds of logic (layout without fill, tap and decap cells) <==
group                      Yosys count  count (layout)
AOI/OAI and AO/OA                  239             239
and+or+nand+nor                    185             185
adders and majority gates           96              96
xor gates and xnor gates            83              83
buffers and inverters               22             276
muxes                                1               1
other                                0               1
==> how the worst min path moves through the flow <==
stage / end / slack [ns] / from / cells past startpoint
4_1_cts: JAL[0] / 7.56 / J_TYPE[0] / 3
5_1_grt: JAL[0] / 7.59 / J_TYPE[0] / 3
6_report: JAL[0] / 7.55 / J_TYPE[0] / 3
==> layout by cell type, fill, tap and decap left out, types with 12 or more instances in the layout <==
cell type,instances
sky130_fd_sc_hd__clkdlybuf4s50_1,256
sky130_fd_sc_hd__ha_1,93
sky130_fd_sc_hd__a21oi_1,73
sky130_fd_sc_hd__nor2_1,60
sky130_fd_sc_hd__xnor2_1,53
sky130_fd_sc_hd__nand2_1,46
sky130_fd_sc_hd__a21o_1,44
sky130_fd_sc_hd__o21ai_0,37
sky130_fd_sc_hd__xor2_1,30
sky130_fd_sc_hd__inv_1,19
sky130_fd_sc_hd__nand3_1,17
sky130_fd_sc_hd__a211oi_1,12
==> area by class of cell <==
type                       count  share of cell area
multi-input combinational    604               0.600
antenna                        1            0.000343
timing repair buffer         257               0.352
inverter                      19             0.00977
tap                          220              0.0377
==> routing by layer <==
layer	global-route usage	up-vias	part of all wire
met3	0.0530	2	0.11
li1	-	2869	-
met2	0.228	214	0.41
met4	0.00337	0	0.0032
met5	0	-	0
met1	0.216	2429	0.47
Power and IR drop assume default switching activity.
