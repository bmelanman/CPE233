==> flow/design.v <==
`timescale 1ns / 1ps
module BRANCH_COND_GEN (
    input [31:0] RS1, RS2,
    output logic BR_EQ, BR_LT, BR_LTU
    );
    assign BR_EQ = (RS1 == RS2 ? 1 : 0);
    assign BR_LT = ($signed(RS1) < $signed(RS2) ? 1 : 0);
    assign BR_LTU = (RS1 < RS2 ? 1 : 0);
endmodule
==> flow/run.sh <==
#!/bin/bash
# OpenROAD 26Q1-2900-gdf79404cd8, Yosys 0.63+post, stock flow scripts
make -C /OpenROAD-flow-scripts/flow DESIGN_CONFIG=/design/flow/config.mk WORK_HOME=/design/flow/orfs finish
==> flow/config.mk <==
export PLATFORM = sky130hd
export DESIGN_NAME = BRANCH_COND_GEN
export DESIGN_NICKNAME = BRANCH_COND_GEN
export VERILOG_FILES = /design/flow/design.v
export SDC_FILE = /design/flow/constraint.sdc
export NUM_CORES = 4
export LEC_CHECK = 1
export CORE_AREA = 10 10 94 94
export DIE_AREA = 0 0 104 104
==> flow/constraint.sdc <==
current_design BRANCH_COND_GEN

set clk_period 2.5
set clk_io_pct 0.2

create_clock -name clk0 -period $clk_period

set non_clock_inputs [all_inputs -no_clocks]
set_input_delay [expr $clk_period * $clk_io_pct] -clock clk0 $non_clock_inputs
set_output_delay [expr $clk_period * $clk_io_pct] -clock clk0 [all_outputs]
==> results.json <==
{
  "rows": 30,
  "dieWidth_um": 104,
  "end_kind": "output pin",
  "grt_max_degree": 4,
  "drv_cap": 0,
  "synthCells": 115,
  "warnings": 34,
  "worstPathArrival_ns": 2.27,
  "final_area_um2": 2080,
  "dp_hpwl_mm": 2.75,
  "seq_area_um2": 0,
  "drcViolationCount": 0,
  "fin_crit_ns": 2.77,
  "period_used_share": 1.11,
  "yosysTopAreaCell": "ha_1",
  "cp.required_ns": 2.00,
  "area_delta_synth_final_pct": 154,
  "place.gp.congestion": 0.742,
  "dp.cells": 289,
  "slew_headroom": 0.799,
  "layout_top_cells": "ha_4 (27), inv_2 (21), buf_2 (21)",
  "leakagePower_nw": 0.957,
  "layout.cells.most_common": "ha_4",
  "clock_buffers": 0,
  "hold_violations": 0,
  "path_class": "input pin to output pin",
  "drive_gt1_frac": 0.682,
  "synth.avg_cell_area_um2": 7.14,
  "worst_slack_ns": -0.274,
  "drt_iter0_drc": 7,
  "gr-usage-all-layers": 0.0625,
  "slew_viol_final": 0,
  "fp_util": 0.120,
  "placed_area_um2": 1690,
  "top_cells_by_area": "ha_1 (49%), inv_1 (15%), a21oi_1 (6.1%)",
  "grt_pass1_wl_mm": 5.91,
  "fmax_ghz": 0.361,
  "violations": "setup timing",
  "yosys.area.top_type_share": 0.488,
  "grt_pass1_vias": 1230,
  "finalSetupTns_ns": -0.360,
  "die-area_um2": 10800,
  "ys_warn_count": 0,
  "finalWirelength_mm": 3.35,
  "min_path_cells": 5,
  "vias": 1085,
  "die_y_um": 104,
  "fin_util": 0.305,
  "worst_pin_slew_ns": 0.301,
  "synth_area_um2": 821,
  "wl_per_cell_um": 11.4,
  "grt_setup_unrepaired": "true",
  "dr.pass1.iters": 4,
  "postRouteAntennaNets": 0,
  "grt_overflow": 0,
  "core_area_um2": 6830,
  "finalSetupViolCount": 2,
  "hold_class": "input pin to output pin",
  "ys_cells": 115,
  "ys_seq_share": 0,
  "nFlopsAndLatches": 0,
  "power_density_nw_per_um2": 152,
  "antenna_found_initial": 1,
  "fin_cells": 295,
  "ys_area_um2": 821,
  "port_buffers": 67,
  "critPathLaunchType": "input pin",
  "routed_via_density": 3.68,
  "ios": 67,
  "synth_cell_types": 20,
  "crit_fanout": 2,
  "outcome": "finished with violations",
  "ir_drop_mv": 0.0603
}
==> metrics by stage <==
step / worst slack [ns] / total power [mW] / hold WS [ns]
after floorplan: 0.0608 / 0.0935 / 1.22
after global placement: -0.982 / 0.244 / 2.24
after detailed placement: -1.01 / 0.246 / 2.23
after CTS: -0.276 / 0.303 / 1.57
after global routing: -0.355 / 0.356 / 1.58
final: -0.274 / 0.318 / 1.55
==> final timing paths <==
kind                  startpoint  endpoint  slack, ns
worst max-delay path     RS2[25]     BR_LT      -0.27
worst min-delay path      RS1[1]     BR_EQ       1.55
==> cell usage after synthesis (all sizes together), types with 2 or more instances <==
| library cell | instances |
|---|---|
| a21o | 2 |
| a21oi | 10 |
| a221o | 3 |
| and2 | 2 |
| ha | 32 |
| inv | 33 |
| nand2 | 8 |
| nand3 | 4 |
| nand4 | 5 |
| nor2 | 4 |
| nor4 | 3 |
| o21ai | 2 |
==> repair_timing <==
action / 4_1_cts / 5_1_grt
buffers inserted: 5 / 1
resized: 258 / 30
hold buffers: 0 / 0
pin swaps: 56 / 22
endpoints found under the setup margin: 3 / 3
==> final cells by class <==
cell class         instances  area, um2
fillers                  717       4750
multi-input cells         82       1130
repair buffers            83        692
inverters                 33        139
well taps                 96        120
diodes                     1       2.50
==> where the power goes <==
part             total (mW)  switching (mW)  internal [mW]  leakage, nW
clock network  0.0000000534               0   0.0000000534   0.00000634
logic                 0.318           0.127          0.191        0.957
registers                 0               0              0            0
==> routing by layer <==
metal | track usage | routed length, um
met1 | 0.0845 | 1600
met2 | 0.100 | 1480
met3 | 0.0201 | 264
met4 | 0 | 0
met5 | 0 | 0
==> worst max-delay path, cell delays in order <==
cell     delay [ns]
buf_6          0.09
inv_4          0.05
ha_4           0.19
a21o_1         0.17
a221o_1        0.32
a221o_1        0.37
buf_4          0.14
and2_4         0.13
nor4_4         0.19
buf_2          0.13
==> kinds of logic after synthesis <==
group | Yosys count | share of synthesized area
buffers and inverters | 33 | 0.151
AND-OR/OR-AND | 21 | 0.168
adder cells (fa/ha/maj) | 32 | 0.488
AND/OR/NAND/NOR | 29 | 0.194
Power figures rest on the tool's default switching activity, not on a simulated workload.
